**/design/flow/design.v**
```verilog
module data_mem (dout, addr, clk, din, mem_we);
	input [31:0] addr, din;
	input [3:0] mem_we;
	input clk;
	output reg [31:0] dout;
	reg [31:0] mem [0:120]; 
	always @(posedge clk) 
		begin
			mem[addr[11:2]][7:0] <= mem_we[0] ? din[7:0] : mem[addr[11:2]][7:0];
      		mem[addr[11:2]][15:8] <= mem_we[1] ? din[15:8] : mem[addr[11:2]][15:8];
      		mem[addr[11:2]][23:16] <= mem_we[2] ? din[23:16] : mem[addr[11:2]][23:16];
      		mem[addr[11:2]][31:24] <= mem_we[3] ? din[31:24] : mem[addr[11:2]][31:24];
			dout = mem[addr[11:2]][31:0];    
		end
endmodule
```
**/design/flow/run.sh**
```bash
#!/bin/bash
# OpenROAD 26Q1-2900-gdf79404cd8, Yosys 0.63+post, stock flow scripts
make -C /OpenROAD-flow-scripts/flow DESIGN_CONFIG=/design/flow/config.mk WORK_HOME=/design/flow/orfs finish
```
**/design/flow/config.mk**
```make
export PLATFORM = sky130hd
export DESIGN_NAME = data_mem
export DESIGN_NICKNAME = data_mem
export VERILOG_FILES = /design/flow/design.v
export SDC_FILE = /design/flow/constraint.sdc
export NUM_CORES = 4
export LEC_CHECK = 1
export CORE_UTILIZATION = 30
```
**/design/flow/constraint.sdc**
```tcl
current_design data_mem

set clk_period 50.0
set clk_io_pct 0.2

create_clock -name clk0 -period $clk_period [get_ports {clk}]

set non_clock_inputs [all_inputs -no_clocks]
set_input_delay [expr $clk_period * $clk_io_pct] -clock clk0 $non_clock_inputs
set_output_delay [expr $clk_period * $clk_io_pct] -clock clk0 [all_outputs]
```
==> out/README.md <==
| Group | Parameter | Value |
|---|---|---|
| clocking | Register clock-pin slew on the reported worst setup and hold paths | 0.06 ns |
| routing | Via density per instance | 5.78 |
| synth | Top cells by instance count after synthesis | edfxtp_1, a221oi_1, a21oi_1 |
| final layout | Final standard cell utilization of the core | 35.0% |
| flow run | Reported max-cap violation count | 0 |
| power and ir drop | Pwr Total | 7.08 mW |
| critical path | Critical path required time | 50.66 ns |
| synth | Main synth FF type | edfxtp_1 |
| power and ir drop | Sw Ratio | 23.8% |
| sta | Normalized max-slew margin | 15.0% |
| status | Status | complete, no violations |
| sta | Transition time at the pin with the least slew margin | 1.26 ns |
| clocking | Post-cts hold-fix buffer tally | 0 |
| final layout | Area delta synth->final | 15.9% |
| synth | Sequential area share after synthesis | 78.3% |
| sta | Period utilisation layout | 34.7% |
| place | Worst-case setup slack after placement | 32.22 ns |
| critical path | Startpoint of the worst register-to-register path | mem[28][9]$_DFFE_PP_ |
| power and ir drop | Static leakage | 53.0 nW |
| grt | Global routing usage summed across all routing layers | 23.6% |
| clocking | Number of setup buffers added after CTS | 0 |
| synth | Share of flip-flops with an asynchronous set or reset after synthesis | 0% |
| place | Total of buffers placed on input and output ports | 75 |
| die | Die H | 707 µm |
| synth | Synthesized flop and latch total | 3904 |
| grt | Wire length of the first global-routing pass | 765000 µm |
| sta | Min Tclk post-route | 17.37 ns |
| power and ir drop | Maximum ir drop on the vdd rail | 0.0332 mV |
| die | Count of boundary I/O pins | 101 |
| synth | Top cell type's share of synthesized area | 77.9% |
| clocking | Number of buffers added by the clock tree synthesis step | 381 |
| power and ir drop | NetSw | 1.69 mW |
| critical path | Largest fanout of any net on the critical path | 53 |
| power and ir drop | Internal Pwr Total | 5.40 mW |
| critical path | Type of element launching the critical path | input port |
| critical path | Critical path data arrival time | 18.03 ns |
| grt | Initial antenna violation count | 49 |
| die | Standard cell core area | 0.495 mm² |
| synth | Number of enable-type register cells in the synthesized netlist | 3872 |
| power and ir drop | Combinational power share | 8.1% |
| critical path | Depth of the worst register-to-register path | 8 |
| place | Final weighted congestion of routability-driven global placement | 0.955 |
| sta | Unrepaired setup endpoints after global routing | no |
| grt | Total global routing overflow | 0 |
| critical path | End of the critical path | mem[120][15]$_DFFE_PP_ |
| power and ir drop | Pwr dens | 41.0 mW/mm² |
| die | Fraction of the core area occupied by cells at floorplan | 30.2% |
| power and ir drop | Clock network power share | 39.6% |
| critical path | Reg-to-reg critical path endpoint | mem[11][9]$_DFFE_PP_ |
| clocking | CTS max path bufs | 4 |
| synth | Mapped Area | 0.149 mm² |
| synth | Yosys stat area | 0.149 mm² |
| critical path | Reg-to-reg setup timing slack | 45.35 ns |
| synth | Syn. warnings | 1 |
| flow run | Number of warnings in the stage logs | 52 |
| routing | Drt pass-1 iters | 8 |
| final layout | Layout cell share with drive strength beyond 1 | 17.3% |
| grt | Via count of the first global-routing pass | 97200 |
| sta | Final number of hold-violating endpoints | 0 |
| synth | Post-synthesis cell count | 8525 |
| clocking | TritonCTS clock tree | done |
| routing | Drt wl/cell | 35.5 µm |
| routing | Detailed-route wire length | 562000 µm |
| synth | Largest area contributor in the netlist | edfxtp_1 |
| critical path | Critical path class | input port to flop |
| clocking | Clk Tree Root Cell | clkbuf_16 |
| synth | Most numerous cell in the Yosys netlist | edfxtp_1 |
| routing | Violation tally from detailed-route iteration zero | 7212 |
| synth | Biggest area contributors in the synthesized netlist | edfxtp_1, a221oi_1, mux2_2 |
| power and ir drop | Fraction of power consumed by sequential logic | 52.3% |
| synth | Average instance area after synthesis | 17.5 µm² |
| place | Detailed placement HPWL | 322000 µm |
| sta | Final Setup Violations | 0 |
| clocking | Clock network latency to the later pin of the worst-skew pair | 1.00 ns |
| critical path | Endpoint class of the critical path | flop |
| clocking | Clk sink count | 3904 |
| sta | Final Slew Violations | 0 |
| sta | Worst clock skew | 0.0989 ns |
| synth | Count of distinct cell types in the synthesized netlist | 85 |
| clocking | CTS H-tree depth | 5 |
| clocking | Number of cells upsized or downsized after cts | 0 |
| routing | DRT antenna net count | 0 |
| sta | Max Fclk | 57.6 MHz |
| die | Floorplan die width | 707 µm |
| sta | Final setup TNS | 0 ns |
| worst hold path | Path category of the worst min-delay check | flop to flop |
| die | Number of rows in the core area | 258 |
| grt | Maximum number of pins on one net before global-route repair | 81 |
| routing | Via total after detailed routing | 91400 |
| synth | Cell total in the yosys stat output | 8525 |
| critical path | Worst Setup SP | addr[2] |
| die | Die ar. | 0.500 mm² |
| sta | Smallest setup slack after layout | 32.63 ns |
| routing | Remaining routing DRC violations | 0 |
power groups by stage:
stage	combinational (mW)	sequential (mW)	clock [mW]
CTS	0.552	3.71	2.82
global route	0.589	3.71	2.95
finish	0.575	3.71	2.80
layer usage:
layer,vias to the layer above,track usage (%),wire length [µm]
met3,1710,24.4,125000
met5,-,7.68,4330
met2,8899,33.0,242000
met1,44300,19.3,147000
met4,117,14.1,43700
li1,36300,-,-
through the flow:
step,cells,cell area [µm²],hold slack (ns)
after global placement,15100,161000,0.797
after detailed placement,15100,161000,0.812
after floorplan,8525,149000,0.583
after global routing,15800,173000,0.884
after CTS,15800,173000,0.814
final,15800,173000,0.797
placed cells by master, fill, tap and decap left out, drive strengths merged, types with 46 or more instances in the layout:
cell	count
a22o	69
o21ai	343
mux2	235
nor2b	72
nand2	254
a221o	76
edfxtp	3872
mux2i	198
a22oi	336
clkinv	161
clkbuf	489
clkdlybuf4s50	68
a211oi	47
mux4	78
buf	548
nor2	323
o22ai	118
o2bb2ai	52
a221oi	785
nor3	46
a21oi	375
worst min path at each step:
stage                startpoint                to  cells after the start
4_1_cts   mem[120][8]$_DFFE_PP_   dout[8]$_DFF_P_                      4
5_1_grt   mem[61][18]$_DFFE_PP_  dout[18]$_DFF_P_                      4
6_report  mem[61][18]$_DFFE_PP_  dout[18]$_DFF_P_                      4
area by class of cell:
type	count	area (µm²)
multi-input combinational	3927	30700
sequential	3904	117000
inverter	11	66.3
clock buffer	489	10200
tap	6630	8300
timing repair buffer	616	4880
fill	45100	322000
antenna	38	95.1
clock inverter	206	1870
worst max-delay path, cell delays in order:
cell	delay, ns
buf_8	0.40
buf_4	0.55
buf_4	0.46
buf_4	0.40
buf_4	0.51
nor2b_4	0.25
buf_4	0.37
buf_4	0.75
buf_4	0.52
a221oi_1	0.17
o22ai_1	0.26
a22o_1	0.59
nor4_1	0.13
buf_4	0.21
nand4_1	0.42
mux2_4	0.53
buf_4	0.62
buf_4	0.51
cell families (layout without fill, tap and decap cells):
kind of cell	after synthesis	in the layout	synth area share, %
buffers and inverters	694	1322	2.06
muxes	511	511	4.28
DFF	3904	3904	78.3
AOI/OAI and AO/OA	2554	2554	12.7
and+or+nand+nor	862	862	2.67
other	0	38	0
state kept, by name, indices dropped and copies added, names as in the netlist:
name  flops
mem    3872
dout     32
Power figures rest on the tool's default switching activity, not on a simulated workload.
