===== /design/flow/design.v =====
module alu(alu_out, eq, a_lt_b, a_lt_ub, func, A, B);
	input [3:0] func;
	input [31:0] A;
	input [31:0] B;
	output [31:0] alu_out; 
	output eq, a_lt_b, a_lt_ub;
	wire add_o, sub_o, sll_o, slt_o, sltu_o, xor_o, srl_o, sra_o, or_o, and_o, alu_jalr_o;
    parameter func_ADD  	= 4'b0000, 
		func_SUB 	= 4'b0001,  
		func_SLL	= 4'b0010,
		func_SLT  	= 4'b0011,
		func_SLTU 	= 4'b0100,
		func_XOR 	= 4'b0101,
		func_SRL 	= 4'b0110,
		func_SRA 	= 4'b0111,
		func_OR  	= 4'b1000,
		func_AND 	= 4'b1001,
		func_ADD_JALR =4'b1010;
	wire [4:0] shamt = B[4:0];
	assign eq = A==B;
	assign a_lt_b = $signed(A) < $signed(B);
	assign a_lt_ub = A<B;
    assign add_o = func==func_ADD;
    assign sub_o = func==func_SUB;
    assign sll_o = func==func_SLL;
    assign slt_o = func==func_SLT;
    assign sltu_o = func==func_SLTU;
    assign xor_o = func==func_XOR;
    assign srl_o = func==func_SRL;
    assign sra_o = func==func_SRA;
    assign or_o = func==func_OR;
    assign and_o = func==func_AND;
    assign alu_jalr_o = func==func_ADD_JALR;
	assign alu_out = add_o ? A + B :   
                	sub_o ? A - B :
                	sll_o ? A << shamt :
                	slt_o ? ($signed(A) < $signed(B) ? {{32-1{1'b0}},1'b1} : 0) :   
                	sltu_o ? (A < B ? {{32-1{1'b0}},1'b1} : 0) :
                	xor_o ? A ^ B :
                	srl_o ? A >> shamt :
                	sra_o ? $signed(A) >>> shamt:   
                	or_o ? A | B :
                	and_o ? A & B :
                	alu_jalr_o ? (A + B)& 32'hFFFFFFFE : 
                	32'b0;
endmodule

===== /design/flow/constraint.sdc =====
current_design alu

set clk_period 24.7
set clk_io_pct 0.2

create_clock -name clk0 -period $clk_period

set non_clock_inputs [all_inputs -no_clocks]
set_input_delay [expr $clk_period * $clk_io_pct] -clock clk0 $non_clock_inputs
set_output_delay [expr $clk_period * $clk_io_pct] -clock clk0 [all_outputs]

===== /design/flow/run.sh =====
#!/bin/bash
# OpenROAD 26Q1-2900-gdf79404cd8, Yosys 0.63+post, stock flow scripts
make -C /OpenROAD-flow-scripts/flow DESIGN_CONFIG=/design/flow/config.mk WORK_HOME=/design/flow/orfs finish

===== /design/flow/config.mk =====
export PLATFORM = sky130hd
export DESIGN_NAME = alu
export DESIGN_NICKNAME = alu
export VERILOG_FILES = /design/flow/design.v
export SDC_FILE = /design/flow/constraint.sdc
export NUM_CORES = 4
export LEC_CHECK = 1
export CORE_UTILIZATION = 40

==> flow_summary.ini <==
; yosys + openroad results
[outcome]
status = finished, final reports clean

[die]
io_pins = 103
dieArea_sq_um = 22500
die_h_um = 150
initial_utilization = 0.413
coreArea_sq_um = 21200
rows = 53
dieWidth_um = 150

[cells_and_area]
drive_above_1_share = 0.0925
area.sequential_sq_um = 0
seq_cell_count = 0
stdcell_area_sq_um = 9950
area_growth_pct = 13.5
utilization = 0.469
fill_cells = 2183
clock_buffers = 0

[detailed_routing]
drc = 0
drt_first_pass_iters = 8
wl_per_cell_um = 28.4
detail_route.iter0.violations = 1024
finalWirelength_um = 45000
postRouteAntennaNets = 0
via_count = 10700
via_per_inst = 6.76
antenna_cells = 0

[logic_synthesis]
syn-instance-count = 1274
yosys_warnings = 0
ys_sh_xor = 0.0270
logic_family = AND-OR/OR-AND gates
ys_sh_adder = 0.143
yosys-stat-area_sq_um = 8760
synthMuxAreaShare = 0.195
syn_area_sq_um = 8760
avgSynthCellArea_sq_um = 6.88
ys_cells = 1274
ys_sh_simple = 0.184
ys_sh_aoi = 0.360
synthDistinctLibCells = 72
yosysSeqAreaShare = 0

[global_route]
track_usage = 0.412
grt_pass1_wl_um = 66000
grt_start_max_net_pins = 60
grt_overflow_total = 0
antenna_found_initial = 1
grt_pass1_vias = 10100

[timing]
setup_violations = 0
fin_crit_sh = 0.592
finalHoldViolCount = 0
rsz0062_at_grt = no
timing.setup.tns_ps = 0
period_needed_ps = 14630
whs_ps = 11070
relSlewSlack = 0.377
worst_slew_pin_slew_ps = 923
slew_viol_final = 0
fmax_mhz = 68.4

[worst_setup_path]
crit_type = in -> out
critPathArrivalTime_ps = 9690
cp_cell_sequence = clkdlybuf4s50_1 -> buf_4 -> inv_1 -> ha_1 -> a21o_1 -> and2_1 -> a2111oi_0 -> o31ai_1 -> a31oi_1 -> o41ai_1 -> a311oi_1 -> xnor2_1 -> o211a_1 -> clkdlybuf4s50_1
slowest_delay_ps = 710
endpoint_kind = output port
crit_fanout = 21
required_ps = 19760
crit_path_end = alu_out[30]
cpMostUsedCell = clkdlybuf4s50_1
critPathLaunchType = input pin
startpoint = B[4]
cpMaxStageDelayCell = a2111oi_0

[placement]
post_dp_cell_area_sq_um = 9950
port-buffer-count = 103
place_congestion = 1.05
dp_hpwl_um = 35300

[pwr]
power.leakage_nw = 4.16
power.share.sequential = 0
p_sw_frac = 0.605
internal_power_uw = 99.7
p_clk_frac = 0
power_uw = 252
netSwitchingPower_uw = 152
pwr-share-comb = 1.000
ir_drop_v = 0.0000160
p_per_area_nw_per_um2 = 25.3

[min_path]
hold_class = in -> out
hp-start = func[0]
whs_path_depth = 6

[clock_network]
ctsResizeCount = 0
post_cts_buffers = 0
hold_buffers = 0

[flow_run]
timing.max_cap.violations = 0
warnings = 97
-- worst min-delay path by stage --
| stage | endpoint |
|---|---|
| after CTS | alu_out[0] |
| after global routing | alu_out[0] |
| final | alu_out[0] |
-- cells in the final DEF, fill, tap and decap left out, types with 23 or more instances in the layout --
cell type / instances
o21ai_0: 98
ha_1: 97
mux2i_1: 39
nand3_1: 23
clkdlybuf4s50_1: 98
nand2_1: 95
nor3_1: 29
mux4_2: 47
mux2_2: 23
nor2_1: 136
inv_1: 102
buf_4: 32
a21oi_1: 146
-- kinds of logic (layout without fill, tap and decap cells) --
group	Yosys count	in the layout
muxes	109	109
adders and majority gates	99	99
and+or+nand+nor	359	359
buffers and inverters	202	236
xor gates and xnor gates	27	27
AOI/OAI and AO/OA	478	478
-- cells in the mapped netlist, types with 17 or more instances --
library cell  number  area [sq um]
xnor2_1           22           193
nand3_1           23           115
o21ai_0           98           490
a221oi_1          21           184
ha_1              97          1210
mux2_2            23           259
clkbuf_1          66           248
o22ai_1           20           125
a211oi_1          20           150
nor2_1           136           510
mux2i_1           39           390
a21o_1            19           143
a21oi_1          146           731
nor3_1            30           150
mux4_2            47          1060
inv_1            103           387
nand2_1           95           357
buf_1             17          63.8
-- per-layer routing --
layer  track usage  vias to the layer above  wire length, um
met5             0                        -                0
met4         0.193                        0             2530
met1         0.544                     5057            18100
li1              -                     4849                -
met2         0.636                      666            19900
met3        0.0988                      125             4440
-- through the flow --
stage | worst slack [ps] | instances
global placement | 10200 | 1583
detailed placement | 10150 | 1583
finish | 10070 | 1583
CTS | 10130 | 1583
global route | 9720 | 1583
floorplan | 11140 | 1274
-- power groups by stage --
stage     clock (mW)  combinational (mW)  sequential [mW]
4_1_cts            0               0.246                0
5_1_grt            0               0.269                0
6_report           0               0.252                0
-- cell type report --
type	instances	area [sq um]	share of cell area
multi-input cells	1072	7980	0.802
well taps	275	344	0.0346
repair buffers	133	1240	0.124
inverters	103	387	0.0389
-- critical path, delay by kind of cell --
family	cells	cell delay, ps
xor gates and xnor gates	1	160
AOI/OAI and AO/OA	7	2380
buffers and inverters	4	1560
adders and majority gates	1	450
and+or+nand+nor	1	170
No activity file was given, so power comes from the tool's default toggle rates.
